<file path="./design.v">
`timescale 1ns / 1ps
module ALU_Misho(
		input [31:0] port_A, port_B,
		input [3:0] cmd,
		input [1:0] OP,
		output reg [31:0] ALU_output=0,
		output reg [3:0] ALU_Flags=0
    );
		parameter [3:0] AND = 4'b0000;
		parameter [3:0] XOR = 4'b0001;
		parameter [3:0] ORR = 4'b1100;
		parameter [3:0] SUB = 4'b0010;
		parameter [3:0] RSB = 4'b0011;
		parameter [3:0] ADD = 4'b0100;
		parameter [3:0] CMP = 4'b1010;
			always@(*) begin
				case(OP)
					2'b00 : begin
						case(cmd)
						AND : ALU_output = port_A&port_B;
						XOR : ALU_output = port_A^port_B;
						ORR : ALU_output = port_A|port_B;
						SUB : ALU_output = port_A-port_B;
						RSB : ALU_output = port_B-port_A;
						ADD : ALU_output = port_A+port_B;
						CMP : ALU_output = port_A-port_B;
						default : ALU_output = 0;
						endcase
						end
					2'b01 : begin   
						case(cmd[3])
							0: ALU_output = port_A;
							1: ALU_output = port_A+port_B;
						endcase
					end
					2'b10 : begin
						ALU_output = port_A+port_B;
						end
					default : ALU_output = 0;
				endcase
			end
			always@(*) begin
				if (ALU_output[31] == 1) 
					ALU_Flags[3] = 1;
				else
					ALU_Flags[3] = 0;
				if (ALU_output == 0)
					ALU_Flags[2] = 1;
				else 
					ALU_Flags[2] = 0;
				if((cmd==0)|(cmd==10)) 
				begin
					if(port_A < port_B)
						ALU_Flags[1] = 1;
					else 
						ALU_Flags[1] = 0;
					if((port_A[31]==port_B[31])& (port_A[31]!= ALU_output[31])) 
						ALU_Flags[0] = 1;
					else
						ALU_Flags[0] = 0;
				end
				else if(cmd == 3)
				begin
					if(port_A > port_B)
					ALU_Flags[1] = 1;
					else
						ALU_Flags[1] = 0;
					if((port_A[31] == port_B[31]) & (port_A[31] != ALU_output[31]))
						ALU_Flags[0] = 1;
					else
						ALU_Flags[0] = 0;
				end
				else if(cmd == 4)
				begin
					if((port_A>ALU_output) || (ALU_output < port_B))
						ALU_Flags[1] = 1;
					else
						ALU_Flags[1] = 0;
					if((port_A[31] == port_B[31]) & (port_A[31] != ALU_output[31]))
						ALU_Flags[0] = 1;
					else
						ALU_Flags[0] = 0;
				end
				else begin
				ALU_Flags[1] = 0;
				ALU_Flags[0] = 0;
		end
	 end
endmodule
</file>
<file path="./run.sh">
#!/bin/bash
# OpenROAD 26Q1-2900-gdf79404cd8, Yosys 0.63+post, stock flow scripts
make -C /OpenROAD-flow-scripts/flow DESIGN_CONFIG=/design/flow/config.mk WORK_HOME=/design/flow/orfs finish
</file>
<file path="./config.mk">
export PLATFORM = sky130hd
export DESIGN_NAME = ALU_Misho
export DESIGN_NICKNAME = ALU_Misho
export VERILOG_FILES = /design/flow/design.v
export SDC_FILE = /design/flow/constraint.sdc
export NUM_CORES = 4
export LEC_CHECK = 1
export CORE_UTILIZATION = 50
</file>
<file path="./constraint.sdc">
current_design ALU_Misho

set clk_period 17.2
set clk_io_pct 0.2

create_clock -name clk0 -period $clk_period

set non_clock_inputs [all_inputs -no_clocks]
set_input_delay [expr $clk_period * $clk_io_pct] -clock clk0 $non_clock_inputs
set_output_delay [expr $clk_period * $clk_io_pct] -clock clk0 [all_outputs]
</file>
==> notes.md <==
Notes on the physical implementation.

- The flow ran to the end, and the final reports show no timing, DRC or antenna violations.
- met2 track demand over resource after global routing is 64.9%.
- The tally of max-capacitance violations is 0, for reference.
- Global routing used 47.8% of the available tracks.
- The remaining max-slew budget at the tightest pin is 29.7%, for reference.
- Among the stages of the critical path, the cell type that occurs most often is a21oi_1.
- Per the GRT log, the top usage layer is met1.
- Per the layout area report, the register area comes to 0 sq um.
- Looking at the max-slew report, the worst-margin pin has a slew of 1.03 ns.
- The setup-violating endpoint count in the final report is 0, for reference.
- The leading cell type by number of instances after synthesis is ha_1, for reference.
- Sorting the synthesized cells by area gives the leading types as ha_1 (25%), a21oi_1 (8.1%), inv_1 (4.9%), o21ai_0 (4.8%), nor2_1 (4.4%).
- In the synthesized netlist, the cells that appear most often are ha_1 (193), a21oi_1 (154), inv_1 (126).
- The final layout contains a sequential cell count of 0.
- The number of antenna violations at the first check in global routing is 0, for reference.
- The synthesized cell area is 0.00957 sq mm, for reference.
- The chip area is 0.0197 sq mm, for reference.
- The share of layout cells above drive strength 1 is 4.64%, for reference.
- The worst setup path is launched from an input pin.
- The leakage power in the latest report is 4.77 nW.
- The number of vias after detailed routing is 12200, for reference.
- The global routing usage on met1 is 67.0%, for reference.
- The number of global-route vias before repair is 11100.
- The peak supply drop is 0.0000311 V, for reference.
- The DRC violation total left in the routed layout is recorded as 0.
- The chip area line in the Yosys stat output reads 0.00957 sq mm.
- The pre-antenna-repair detailed-routing pass consisted of 6 iterations.
- The worst hold margin is 8.21 ns, for reference.
- The switching power as a share of total power is 62.7%, for reference.
- The logs give a warning total of 131.
- The detailed-placement wirelength estimate is 37900 microns, for reference.
- In this run the worst hold path is classified as input pin to output port.
- The share of the clock period used by the worst path is 80.2%, for reference.
- The clock period minus final worst setup slack is 13.79 ns, for reference.
- Sorting the Yosys area breakdown by cell type puts at the top ha_1.
- The classification of the worst setup path is input pin to output port, for reference.
- The biggest fanout along the worst timing path is 7, for reference.
- The site row count is 50, for reference.
- The critical path's slowest cell is o311ai_1, for reference.
- The count of buffers added on input and output ports is 106.
- The first global-routing pass estimated 69600 microns of wire.
- The number of nets with antenna violations after detailed routing is 0, for reference.
- The aggregate global routing overflow is 0, for reference.
- The final-layout setup total negative slack is 0 ns, for reference.
- Summing the sequential cell areas from Yosys gives 0% of the chip area.
- The mean routed wirelength per cell is 27.0 microns, for reference.
- Setup repair after global routing left no endpoint under its margin.
- The total area inside the core boundary comes to 0.0187 sq mm.
- The nature of the critical path endpoint is an output port, for reference.
- The filler cells instantiated in the layout total 1846.
- Dividing the synthesized area by the synthesized cell count gives 6.68 sq um.
- The floorplan-stage core utilization is 51.2%, for reference.
- The placer's final routability congestion estimate is 1.15, for reference.
- After clock tree synthesis, the flow added hold-fix buffers numbering 0.
- The hold violation total from the final report is 0, for reference.
- The horizontal die dimension is 140 microns, for reference.
- The arrival time of data at the worst endpoint is listed as 10.35 ns.
- The highest achievable clock rate is 72.5 MHz, for reference.
- The detailed router reported a total wirelength of 47000 microns.
- The quantity of gates resized following cts is 0, for reference.
- The iteration-0 DRC count of the detailed router is 1662, for reference.
- The unique cell type count in the Yosys netlist is 86, for reference.
- Post-CTS timing repair inserted 0 buffers for setup.
- Per the run report, area growth between synthesis and finish was 14.3%.
- The number of cells reported by Yosys stat comes to 1434.
- The report lists the cells along the critical path as clkdlybuf4s50_1 > inv_1 > ha_1 > nor2_1 > o311ai_1 > a21oi_1 > o31ai_1 > a31oi_1 > a21oi_1 > o21ba_2 > a21oi_1 > o311ai_0 > inv_1 > ha_1 > nand4_1 > nor2_1 > nand3_1 > nor3_1 > a32oi_1 > a31oi_1 > o21ai_0 > clkdlybuf4s50_1.
- The net switching power figure is 0.281 mW, for reference.
- The area share of the largest cell type after synthesis is 25.2%, for reference.
- In this run the count of I/O pins placed on the die edge is 106.
- The power density normalized to cell area is 40.9 mW/mm^2, for reference.
- The count of clock buffers in the final design is 0, for reference.
- The number of vias per cell is 6.98, for reference.
- The count of synthesis-stage warnings from yosys is 1, for reference.
- The cell-internal power is 0.167 mW, for reference.
- The largest net degree at the start of global routing is 32, for reference.
- The OpenROAD report gives the critical path a required time of 13.76 ns.
- The number of standard cells after synthesis is 1434, for reference.
- The highest cell delay on the worst timing path is 0.83 ns, for reference.
- met3 track demand over resource after global routing is 17.5%.
- Measured along the y axis, the die boundary spans 140 microns.
- Pins over their slew limit in the final report were tallied at 0.
==> metrics by stage <==
| step | cell area (sq um) | power [mW] | util (%) | std cells | setup slack [ns] |
|---|---|---|---|---|---|
| after floorplan | 9570 | 0.258 | - | 1434 | 6.29 |
| after global placement | 10900 | 0.425 | 58.5 | 1741 | 3.71 |
| after detailed placement | 10900 | 0.424 | 58.5 | 1741 | 3.77 |
| after CTS | 10900 | 0.427 | 58.5 | 1741 | 3.73 |
| after global routing | 10900 | 0.475 | 58.5 | 1741 | 3.08 |
| final | 10900 | 0.448 | 58.5 | 1742 | 3.41 |
==> path summary, 6_finish.rpt <==
check / endpoint / slack [ns] / startpoint / depth (start not counted)
max: ALU_Flags[1] / 3.41 / port_A[1] / 22
min: ALU_output[22] / 8.21 / port_A[22] / 3
==> kinds of logic after synthesis <==
logic type               Yosys count  share of synthesized area (%)
XOR/XNOR                          38                           3.48
adder cells (fa/ha/maj)          196                           25.9
buffers and inverters            204                           8.30
multiplexers                      11                           1.16
AND-OR/OR-AND                    519                           36.3
AND/OR/NAND/NOR                  466                           24.9
==> layout make-up <==
cell class / count / area [sq um] / share of cell area (%)
repair buffers: 143 / 1340 / 12.2
well taps: 234 / 293 / 2.68
multi-input cells: 1230 / 8800 / 80.5
diodes: 1 / 2.50 / 0.0229
inverters: 134 / 503 / 4.60
==> cells in the final DEF (no fill, tap or decap), types with 14 or more instances in the layout <==
| master | Yosys | final |
|---|---|---|
| o31ai_1 | 24 | 24 |
| a31oi_1 | 14 | 14 |
| ha_1 | 193 | 193 |
| o211ai_1 | 14 | 14 |
| a21oi_1 | 154 | 154 |
| xnor2_1 | 34 | 34 |
| nand3_1 | 36 | 36 |
| o21ai_0 | 92 | 92 |
| nor4_1 | 26 | 25 |
| a21o_1 | 26 | 26 |
| a211oi_1 | 21 | 21 |
| inv_1 | 126 | 126 |
| nor2b_1 | 37 | 37 |
| nor3_1 | 38 | 38 |
| clkdlybuf4s50_1 | 0 | 106 |
| buf_4 | 3 | 37 |
| nand2b_1 | 22 | 22 |
| nor2_1 | 112 | 111 |
| nand2_1 | 104 | 104 |
| nand4_1 | 30 | 30 |
==> power groups by stage <==
| stage | clock network (mW) | logic, mW | registers [mW] |
|---|---|---|---|
| 5_1_grt | 0 | 0.475 | 0 |
| 4_1_cts | 0 | 0.427 | 0 |
==> layer usage <==
metal,wire length (microns),vias up,part of all wire [%]
met4,2590,0,5.5
met1,19100,5502,41
met3,7590,153,16
met2,17800,1024,38
li1,-,5484,-
met5,0,-,0
==> worst max-delay path, delay by kind of cell <==
kind,cells,cell delay [ns]
compound gates,11,4.00
fa+ha+maj,2,0.75
buf+inv,4,1.36
simple gates,5,0.79
Power is estimated from default activity; no workload was simulated.
